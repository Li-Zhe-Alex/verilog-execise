===== flow/config.mk =====
export PLATFORM = sky130hd
export DESIGN_NAME = four_phase_handshake
export DESIGN_NICKNAME = four_phase_handshake
export VERILOG_FILES = /design/flow/design.v
export SDC_FILE = /design/flow/constraint.sdc
export NUM_CORES = 4
export LEC_CHECK = 1
export CORE_UTILIZATION = 30

===== flow/constraint.sdc =====
current_design four_phase_handshake

set clk_period 1.0
set clk_io_pct 0.2

create_clock -name clk0 -period $clk_period [get_ports {clk}]

set non_clock_inputs [all_inputs -no_clocks]
set_input_delay [expr $clk_period * $clk_io_pct] -clock clk0 $non_clock_inputs
set_output_delay [expr $clk_period * $clk_io_pct] -clock clk0 [all_outputs]

===== flow/design.v =====
module four_phase_handshake #(
	parameter width = 4,
	parameter depth = 16,
	parameter fifo = $clog2(depth)
)(
	input clk, reset_n, valid, ack,
	input [width - 1:0] data_in,
	output reg req, ready,
	output reg [width - 1:0] data_out
);
reg [width-1:0] mem [depth-1:0];
reg [fifo:0] tail, head;
reg [fifo:0] tail_next, head_next;
wire full, empty;
reg [1:0] state_s,state_snext, state_r,state_rnext;
parameter idle = 2'b00, send = 2'b01, receive = 2'b10, finish = 2'b11;
always@(posedge clk) begin
	if (!reset_n) begin
		tail <= 0;
		state_s <= idle;
	end
	else begin
		state_s <= state_snext;
		tail <= tail_next;
	end
end
always@(posedge clk) begin
	if (!reset_n) begin
		head <= 0;
		state_r <= idle;
	end
	else begin
		state_r <= state_rnext;
		head <= head_next;
	end
end
assign empty = (tail == head) ? 1:0;
assign full = (tail[fifo]!=head[fifo] && head[fifo - 1:0] == tail[fifo - 1:0]) ? 1:0;
always@(*) begin
	case(state_r)
		idle: begin
			if (valid == 1 && full ==0) begin
				state_rnext = receive;
				tail_next = tail + 1;
				mem[tail[fifo-1:0]] = data_in;
			end
			else begin
				state_rnext = idle;
				tail_next = tail;
			end
		end
		receive: begin
			ready = 1;
			state_rnext = finish;
		end
		finish: begin
			if (valid == 0) begin
				ready = 0;
				state_rnext = idle;
			end
		end
	endcase
end
always@(*) begin
	case(state_s)
		idle: begin
			head_next = head;
			if (ack == 0 && empty ==0) begin
				state_snext = send;
			end
			else begin
				state_snext = idle;
			end
		end
		send: begin
			head_next = head + 1;
			data_out = mem[head[fifo-1:0]];
			req = 1;
			state_snext = finish;
		end
		finish: begin
			if (ack == 1) begin
				req = 0;
				state_snext = idle;
			end
		end
	endcase
end
endmodule

===== flow/run.sh =====
#!/bin/bash
# OpenROAD 26Q1-2900-gdf79404cd8, Yosys 0.63+post, stock flow scripts
make -C /OpenROAD-flow-scripts/flow DESIGN_CONFIG=/design/flow/config.mk WORK_HOME=/design/flow/orfs finish

==> flow_metrics.tcl <==
# yosys + openroad results
set metrics [dict create \
    status "complete, no violations" \
    vias 2134 \
    ys.flops 98 \
    grtUsageTotal_pct 12.57 \
    setup_ws_ns 0.2074 \
    use_met1_pct 19.30 \
    row_count 35 \
    routed_wl_mm 5.924 \
    layout.area.comb_sq_um 1267 \
    grt_first_pass_wirelength_mm 10.01 \
    netlist_instances 321 \
    clk_path_buf_depth 2 \
    setup_violations 0 \
    grt.overflow.total 0 \
    layout_top_cells "75 x dlxtn_1, 18 x nand2_1, 17 x nand3_1, 15 x and2_1" \
    io_pins 14 \
    setup.worst_path.class "primary input to flip-flop" \
    min_from "reset_n" \
    yosysChipArea_sq_um 2957 \
    grt_max_degree 35 \
    core_sq_um 9371 \
    avgViaCountPerCell 4.774 \
    finalClockPeriodUsage_pct 79.26 \
    p_per_area_nw_per_um2 470.3 \
    end_kind "flip-flop" \
    drt_first_pass_iters 4 \
    drt_iter0_markers 77 \
    cts_buffers 3 \
    yosysWarnings 2 \
    unclocked_regs 84 \
    cp_max_fo 14 \
    finalHoldViolations 0 \
    fmax_ghz 1.262 \
    maxSlewViolCount 0 \
    untimed_endpoints 90 \
    crit_arrival_ns 0.93 \
    irDropWorstVdd_uv 350.6 \
    cts.repair.resized 0 \
    globalRouteMet3Util_pct 1.471 \
    fp-utilization_pct 31.55 \
    grt_pass1_vias 2028 \
    rsz0062_at_grt "false" \
    grt_antenna_before_repair 0 \
    min_path_cells 3 \
    final_common_cell "dlxtn_1" \
    ant_nets 0 \
    min_to "state_s[0]" \
    instances_no_fill 447 \
    ctsHoldBuffers 0 \
    top_usage_layer "met2" \
    dieWidth_um 101.3 \
    synth.distinct_cells 45 \
    holdCritPathClass "primary input to flip-flop" \
    route.detailed.drc 0 \
    startpoint_type "primary input" \
    wire_per_inst_um 13.25 \
    warning_count 31 \
    htreeDepth 1 \
    path_clk_slew_ns 0.05 \
    period_needed_ns 0.7926 \
    drive_above_1_share_pct 4.088 \
    post-place-ws_ns -0.04282 \
    synth.cell_area_sq_um 2957 \
    place.gp.congestion 0.8069 \
    dieArea_sq_um 10260 \
    drv_cap 0 \
    numPortBuffers 13 \
    areaGrowthSynthToFinish_pct 8.294 \
    use_met2_pct 20.83 \
    cts_root_buf "clkbuf_8" \
    seq_area_sq_um 1541 \
    diodes 0 \
    ys_cells 321 \
    leakage_nw 1.265 \
    cts_tree "done" \
    die_y_um 101.3 \
    post_cts_buffers 0 \
    dp_hpwl_mm 4.420 \
    nFillCells 952 \
    required_ns 1.13 \
    slew_headroom_pct 53.60 \
    synth.avg_cell_area_sq_um 9.211 \
    worstMarginPinSlew_ns 0.6946 \
    place_inst 444 \
]
## layout make-up
type / count / share of cell area [%]
clock buffer: 3 / 1.290
multi-input combinational: 191 / 39.59
tap: 129 / 5.041
sequential: 98 / 48.14
timing repair buffer: 16 / 4.767
inverter: 10 / 1.172
## report_power, final
group          internal [W]  switching (W)
clock network      0.000266       0.000180
registers          0.000768      0.0000471
logic             0.0000947       0.000151
## how the worst max path moves through the flow
stage | startpoint | endpoint | slack, ns | cells past startpoint
4_1_cts | reset_n | head[4] | 0.21 | 3
5_1_grt | reset_n | head[4] | 0.18 | 3
6_report | reset_n | head[4] | 0.21 | 3
## kinds of logic after synthesis
family                     count (synthesis)  synth area share, %
and+or+nand+nor                           99                18.20
latches                                   84                42.66
AOI/OAI and AO/OA                         64                14.39
buffers and inverters                     32                4.994
xor gates and xnor gates                  14                4.655
DFF                                       14                9.480
adders and majority gates                  8                3.386
muxes                                      6                2.243
## worst max-delay path, cell delays in order
cell             delay [ns]
clkdlybuf4s50_1        0.39
buf_4                  0.17
and2_1                 0.16
## through the flow
step	utilization, %	power [W]	hold slack (ns)	instance area, sq um	TNS (ns)
floorplan	-	0.0009631	0.3217	2957	0
global placement	33.73	0.001068	0.9686	3161	-0.3943
detailed placement	33.73	0.001074	0.9641	3161	-0.3395
CTS	34.17	0.001516	0.7101	3202	0
global route	34.17	0.001578	0.7323	3202	0
finish	34.17	0.001506	0.7121	3202	0
## flip-flops by register name, indices dropped and copies added, names as in the netlist
register / cells
state_r: 2
tail: 5
tail_next: 5
ready: 1
mem: 64
data_out: 4
head: 5
head_next: 5
state_rnext: 2
req: 1
state_s: 2
state_snext: 2
## layer usage
layer,vias to the layer above,share of wire (%)
met2,25,47
met4,0,0
met1,1003,51
li1,1106,-
met5,-,0
met3,0,2.5
## synth_stat cells (all sizes together)
library cell / number / area [sq um]
o2111ai: 1 / 8.760
nor3: 4 / 20.02
and3: 1 / 6.260
mux2i: 4 / 40.04
dfxtp: 14 / 280.3
nand4: 9 / 62.56
clkbuf: 15 / 56.30
a21oi: 12 / 60.06
o31ai: 2 / 15.01
a31oi: 1 / 6.260
nand2b: 5 / 31.28
xor2: 2 / 17.52
a21boi: 1 / 7.510
and2: 15 / 93.84
nand3: 17 / 85.08
nand3b: 8 / 60.06
a41oi: 3 / 26.28
a2111oi: 1 / 8.760
a2111o: 2 / 22.52
mux2: 2 / 26.27
nor3b: 2 / 15.01
a222oi: 1 / 10.01
xnor2: 12 / 120.1
buf: 7 / 53.80
o21a: 1 / 7.510
nor2b: 3 / 18.77
dlxtn: 75 / 1126
o22ai: 4 / 25.02
a211oi: 7 / 52.55
inv: 10 / 37.54
or2: 1 / 6.260
nor2: 13 / 51.30
o211ai: 6 / 45.04
or4: 1 / 7.510
nor4: 2 / 12.51
o21ai: 14 / 70.07
nand2: 18 / 67.56
dlxtp: 9 / 135.1
ha: 8 / 100.1
a22oi: 8 / 60.06
No activity file was given, so power comes from the tool's default toggle rates.
