==> flow/design.v <==
module lca_4 #(
	parameter width = 4
)
(
	input [width-1:0] a,b,
	input cin,
	output [width-1:0] sum,
	output cout
);
wire [width:0] carry;
wire [width-1:0] p,q;
genvar i;
for(i = 0; i<width; i = i+1) begin
	pg_gen pgi(
	.a(a[i]),
	.b(b[i]),
	.p(p[i]),
	.q(q[i])
	);
end
genvar j;
assign carry[0] = cin;
for(j = 1; j<=width; j = j+1) begin
	assign carry[j] = q[j-1]|(carry[j-1]&p[j-1]);
end
genvar k;
for(k = 0; k<width; k = k+1) begin
	assign sum[k] = p[k]^carry[k];
end
assign cout = carry[width];
endmodule
module lca #(
	parameter width = 16
)(
	input [width-1:0] a,b,
	input cin,
	output [width-1:0] sum,
	output cout
);
wire [width>>2:0] carry;
assign carry[0] = cin;
assign cout = carry[width>>2];
genvar i;
for(i = 0; i < width>>2; i = i+1) begin
	lca_4 lca16(
	.a(a[((i+1)<<2)-1:i<<2]),
	.b(b[((i+1)<<2)-1:i<<2]),
	.cin(carry[i]),
	.sum(sum[((i+1)<<2)-1:i<<2]),
	.cout(carry[i+1])
	);
end
endmodule
module pg_gen (
	input a,b,
	output p,q
);
assign p = a^b;
assign q = a&b;
endmodule
==> flow/run.sh <==
#!/bin/bash
# OpenROAD 26Q1-2900-gdf79404cd8, Yosys 0.63+post, stock flow scripts
make -C /OpenROAD-flow-scripts/flow DESIGN_CONFIG=/design/flow/config.mk WORK_HOME=/design/flow/orfs finish
==> flow/config.mk <==
export PLATFORM = sky130hd
export DESIGN_NAME = lca
export DESIGN_NICKNAME = lca
export VERILOG_FILES = /design/flow/design.v
export SDC_FILE = /design/flow/constraint.sdc
export NUM_CORES = 4
export LEC_CHECK = 1
export CORE_AREA = 10 10 70 70
export DIE_AREA = 0 0 80 80
==> flow/constraint.sdc <==
current_design lca

set clk_period 15.5
set clk_io_pct 0.2

create_clock -name clk0 -period $clk_period

set non_clock_inputs [all_inputs -no_clocks]
set_input_delay [expr $clk_period * $clk_io_pct] -clock clk0 $non_clock_inputs
set_output_delay [expr $clk_period * $clk_io_pct] -clock clk0 [all_outputs]
==> flow_results.xml <==
<?xml version="1.0" encoding="UTF-8"?>
<metrics>
  <group name="routing">
    <metric name="detail-route-antenna-nets" unit="">0</metric>
    <metric name="routed_wirelength" unit="mm">1.52</metric>
    <metric name="routed_via_density" unit="">3.17</metric>
    <metric name="wire_per_inst" unit="µm">11.5</metric>
    <metric name="drt-pass1-iter-count" unit="">1</metric>
    <metric name="dr.first_iter.drc_count" unit="">0</metric>
    <metric name="num_vias" unit="">418</metric>
    <metric name="detail_route.drc_violations" unit="">0</metric>
    <metric name="antenna-diode-count" unit="">0</metric>
  </group>
  <group name="sta">
    <metric name="final.setup.tns" unit="ps">0</metric>
    <metric name="final_setup_viols" unit="">0</metric>
    <metric name="fmax" unit="GHz">0.0765</metric>
    <metric name="finalClockPeriodUsage" unit="">0.844</metric>
    <metric name="tightest_slew" unit="ps">119</metric>
    <metric name="timing.final.hold_violations" unit="">0</metric>
    <metric name="hold-worst-slack" unit="ps">7250</metric>
    <metric name="final_period_minus_worst_setup_slack" unit="ps">13080</metric>
    <metric name="maxSlewViolCount" unit="">0</metric>
    <metric name="maxSlewHeadroom" unit="">0.920</metric>
    <metric name="timing.final.ws_setup" unit="ps">2420</metric>
    <metric name="rsz0062_at_grt" unit="">no</metric>
  </group>
  <group name="global_route">
    <metric name="gr-total-overflow" unit="">0</metric>
    <metric name="via_count_of_the_first_global_routing_pass" unit="">513</metric>
    <metric name="grt_start_max_net_pins" unit="">2</metric>
    <metric name="grt_usage" unit="">0.0474</metric>
    <metric name="grt_antenna_before_repair" unit="">0</metric>
    <metric name="grt_first_pass_wirelength" unit="mm">2.44</metric>
  </group>
  <group name="synthesis">
    <metric name="synth.top_cell.area_share" unit="">0.810</metric>
    <metric name="post_synth.cell_area_avg" unit="µm²">11.0</metric>
    <metric name="yosys_warnings" unit="">0</metric>
    <metric name="synth_area" unit="µm²">395</metric>
    <metric name="topCellsByArea" unit="">sky130_fd_sc_hd__fa_1 (81%), sky130_fd_sc_hd__inv_1 (19%)</metric>
    <metric name="yosys.cell_types.count" unit="">2</metric>
    <metric name="netlist.top_cell.by_area" unit="">sky130_fd_sc_hd__fa_1</metric>
    <metric name="yosysChipArea" unit="µm²">395</metric>
    <metric name="yosysCellCount" unit="">36</metric>
    <metric name="syn_inst" unit="">36</metric>
    <metric name="synth_sequential_area_ratio" unit="">0</metric>
  </group>
  <group name="floorplan">
    <metric name="share_of_the_core_filled_by_cells_before_placement" unit="">0.116</metric>
    <metric name="die_h" unit="µm">80</metric>
    <metric name="core" unit="mm²">0.00342</metric>
    <metric name="floorplan.die_area" unit="mm²">0.00640</metric>
    <metric name="standard_cell_row_count" unit="">21</metric>
    <metric name="ios" unit="">50</metric>
    <metric name="die_w" unit="µm">80</metric>
  </group>
  <group name="clock_tree">
    <metric name="postCtsHoldBufs" unit="">0</metric>
    <metric name="cts_resized" unit="">0</metric>
    <metric name="postCtsSetupRepairBufs" unit="">0</metric>
  </group>
  <group name="critical_path">
    <metric name="cp-startpoint" unit="">a[0]</metric>
    <metric name="crit_path_start_kind" unit="">input pin</metric>
    <metric name="timing.setup.critical_path_class" unit="">input pin to primary output</metric>
    <metric name="crit_arrival" unit="ps">9980</metric>
    <metric name="crit_path_max_fanout" unit="">1</metric>
    <metric name="cp-endpoint" unit="">sum[15]</metric>
    <metric name="critical_path_end_type" unit="">primary output</metric>
    <metric name="cp_required" unit="ps">12400</metric>
  </group>
  <group name="run">
    <metric name="drv_cap" unit="">0</metric>
    <metric name="openroad_warning_count" unit="">32</metric>
  </group>
  <group name="cells_and_area">
    <metric name="fin_cells" unit="">132</metric>
    <metric name="n_sequential_cell" unit="">0</metric>
    <metric name="num-clock-buffers" unit="">0</metric>
    <metric name="final-comb-area" unit="µm²">320</metric>
    <metric name="flop_area" unit="µm²">0</metric>
    <metric name="syn_to_final_growth" unit="%">141</metric>
    <metric name="fillers" unit="">351</metric>
    <metric name="final_layout_size_suffix_gt1_frac" unit="">0</metric>
  </group>
  <group name="power">
    <metric name="power.density" unit="mW/mm²">36.7</metric>
    <metric name="power.total" unit="W">0.0000350</metric>
    <metric name="internal-power" unit="W">0.0000257</metric>
    <metric name="pwr-share-comb" unit="">1.000</metric>
    <metric name="p_leak" unit="nW">0.419</metric>
    <metric name="max-vdd-ir-drop" unit="mV">0.0117</metric>
    <metric name="p_seq_frac" unit="">0</metric>
    <metric name="clock_power_share" unit="">0</metric>
    <metric name="power.net_switching" unit="W">0.00000932</metric>
    <metric name="power.switching_fraction" unit="">0.266</metric>
  </group>
  <group name="placement">
    <metric name="gpl.final_weighted_congestion" unit="">0.827</metric>
    <metric name="placement_setup_slack" unit="ps">2370</metric>
    <metric name="placed_cells" unit="">132</metric>
    <metric name="placement.io_buffers" unit="">50</metric>
    <metric name="post-dp-hpwl" unit="mm">1.49</metric>
  </group>
  <group name="hold_path">
    <metric name="hold_class" unit="">input pin to primary output</metric>
    <metric name="worst_hold_startpoint" unit="">cin</metric>
  </group>
  <group name="outcome">
    <metric name="outcome" unit="">finished clean</metric>
  </group>
</metrics>
kinds of logic after synthesis:
group,Yosys count,share of synthesized area
buf+inv,20,0.190
fa+ha+maj,16,0.810
metal layers:
metal	global-route usage	routed length, µm	vias to the layer above	part of all wire
li1	-	-	188	-
met1	0.0575	633	180	0.42
met2	0.0626	460	50	0.30
met3	0.0466	427	0	0.28
met4	0	0	0	0
met5	0	0	-	0
cell usage after synthesis (all sizes together):
| cell | n |
|---|---|
| fa | 16 |
| inv | 20 |
power groups by stage:
stage | sequential, W | clock, W | combinational, W
after CTS | 0 | 0 | 0.0000361
after global routing | 0 | 0 | 0.0000395
final | 0 | 0 | 0.0000350
critical path, stage by stage:
cell and delay (ps):
sky130_fd_sc_hd__clkdlybuf4s50_1 420, sky130_fd_sc_hd__inv_1 90, sky130_fd_sc_hd__fa_1 160, sky130_fd_sc_hd__inv_1 50
sky130_fd_sc_hd__fa_1 380, sky130_fd_sc_hd__fa_1 410, sky130_fd_sc_hd__fa_1 400, sky130_fd_sc_hd__fa_1 390
sky130_fd_sc_hd__fa_1 380, sky130_fd_sc_hd__fa_1 380, sky130_fd_sc_hd__fa_1 380, sky130_fd_sc_hd__fa_1 380
sky130_fd_sc_hd__fa_1 400, sky130_fd_sc_hd__fa_1 370, sky130_fd_sc_hd__inv_1 80, sky130_fd_sc_hd__fa_1 150
sky130_fd_sc_hd__inv_1 50, sky130_fd_sc_hd__fa_1 350, sky130_fd_sc_hd__inv_1 80, sky130_fd_sc_hd__fa_1 160
sky130_fd_sc_hd__inv_1 50, sky130_fd_sc_hd__fa_1 350, sky130_fd_sc_hd__inv_1 80, sky130_fd_sc_hd__fa_1 410
sky130_fd_sc_hd__inv_1 70, sky130_fd_sc_hd__clkdlybuf4s50_1 460
worst min-delay path by stage:
stage	endpoint	slack (ps)	cells past startpoint
CTS	sum[0]	7250	5
finish	sum[0]	7250	5
global route	sum[0]	7320	5
cell type report:
| class | instances | area share |
|---|---|---|
| inverter | 20 | 0.0787 |
| multi-input combinational | 16 | 0.336 |
| tap | 46 | 0.0604 |
| timing repair buffer | 50 | 0.525 |
stage by stage:
| stage | cell area [µm²] | util |
|---|---|---|
| 2_1_floorplan | 395 | - |
| 3_3_place_gp | 953 | 0.279 |
| 3_5_place_dp | 953 | 0.279 |
| 4_1_cts | 953 | 0.279 |
| 5_1_grt | 953 | 0.279 |
| 6_report | 953 | 0.279 |
cell usage in the layout (no fill, tap or decap):
| cell | count |
|---|---|
| sky130_fd_sc_hd__inv_1 | 20 |
| sky130_fd_sc_hd__fa_1 | 16 |
| sky130_fd_sc_hd__clkdlybuf4s50_1 | 50 |
Power figures rest on the tool's default switching activity, not on a simulated workload.
