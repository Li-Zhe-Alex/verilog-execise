==> flow/design.v <==
module gray(
	input [4:0] code_in,
	output wire [4:0] code_out
);
assign code_out[4] = code_in[4];
assign code_out[3] = code_in[3] ^ code_in[4];
assign code_out[2] = code_in[2] ^ code_in[3];
assign code_out[1] = code_in[1] ^ code_in[2];
assign code_out[0] = code_in[0] ^ code_in[1];
endmodule
module async_fifo #(
parameter width = 4,
parameter depth = 16,
parameter log2depth = 4
)(
	input [width - 1:0] data_in,
	input wclk, rclk, reset, rd_en, wr_en,
	output reg [width - 1:0] data_out,
	output full, empty
);
reg [log2depth:0] tail, head, tail1, head1, tail2, head2;
reg [width - 1:0] mem[depth - 1:0];
wire [log2depth:0] tail0, head0;
gray g1(.code_in(tail), .code_out(tail0));
gray g2(.code_in(head), .code_out(head0));
always@(posedge wclk) begin
	if (reset) begin 
		tail <= 0;
		head1 <= 0;
		head2 <= 0;
	end
	else begin
		head1 <= head0;
		head2 <= head1;
		if (wr_en == 1 && full == 0) begin
			mem[tail[log2depth - 1:0]] <= data_in;
			tail <= tail + 1;
		end
	end
end
always@(posedge rclk) begin
	if (reset) begin 
		head <= 0;
		tail1 <= 0;
		tail2 <= 0;
	end
	else begin
		tail1 <= tail0;
		tail2 <= tail1;
		if (rd_en == 1 && empty == 0) begin
			data_out <= mem[head[log2depth - 1:0]];
			head <= head + 1;
		end
	end
end
assign empty = (tail2 == head0)? 1:0;
assign full = (~tail0[log2depth:log2depth-1]==head2[log2depth:log2depth-1] && head2[log2depth - 2:0] == tail0[log2depth - 2:0])? 1:0;
endmodule
==> flow/run.sh <==
#!/bin/bash
# OpenROAD 26Q1-2900-gdf79404cd8, Yosys 0.63+post, stock flow scripts
make -C /OpenROAD-flow-scripts/flow DESIGN_CONFIG=/design/flow/config.mk WORK_HOME=/design/flow/orfs finish
==> flow/config.mk <==
export PLATFORM = sky130hd
export DESIGN_NAME = async_fifo
export DESIGN_NICKNAME = async_fifo
export VERILOG_FILES = /design/flow/design.v
export SDC_FILE = /design/flow/constraint.sdc
export NUM_CORES = 4
export LEC_CHECK = 1
export CORE_UTILIZATION = 30
==> flow/constraint.sdc <==
current_design async_fifo

set clk_period 3.1
set clk_io_pct 0.2

create_clock -name clk0 -period $clk_period [get_ports {rclk}]
create_clock -name clk1 -period $clk_period [get_ports {wclk}]

set non_clock_inputs [all_inputs -no_clocks]
set_input_delay [expr $clk_period * $clk_io_pct] -clock clk0 $non_clock_inputs
set_output_delay [expr $clk_period * $clk_io_pct] -clock clk0 [all_outputs]
==> results.tsv <==
stage	metric	value	unit
global_route	grt total ovfl	0	
job	tool warning count	32	
placement	dpl ws	0.459	ns
floorplanning	row cnt	41	
sta	RSZ-0062 raised after global routing	false	
detailed_routing	Total Wirelength	7030	microns
sta	final slew viol count	0	
worst_setup_path	CP arrival	2.32	ns
job	MaxCap Viol Count	0	
min_path	HP Start	tail1[2]	
global_route	GRT Resource Usage Total	11.0	%
logic_synthesis	cell type with the largest total area	edfxtp_1	
logic_synthesis	syn avg cell area	15.8	sq um
logic_synthesis	unique cell type count in the Yosys netlist	26	
detailed_routing	via count	2048	
logic_synthesis	synthesized instance count	253	
min_path	hold endpoint	tail2[2]	
logic_synthesis	cell area after synthesis	0.00401	sq mm
sta	clock skew	0.00658	ns
worst_setup_path	crit path kind	reg -> out	
logic_synthesis	ys flops	98	
global_route	initial antenna violation count	0	
global_route	first-pass GRT wire length	11200	microns
pwr	Leakage	0.00173	uW
detailed_routing	DRT Pass-1 Iters	4	
sta	Setup TNS Final	0	ns
logic_synthesis	dominant cells by area after synthesis	edfxtp_1, dfxtp_1, mux4_2, nor2b_1, ha_1	
global_route	vias in the first global route	2180	
logic_synthesis	sequential area share after synthesis	65.9	%
clock_network	clk slew on worst S/H paths	0.06	ns
sta	Final Setup Violations	0	
worst_setup_path	CP cell instances	inv_1, ha_1, xor2_1, nor4_4, and2_1, clkdlybuf4s50_1	
cells_and_area	FF/Latch Area	0.00265	sq mm
global_route	largest net degree at the start of global routing	38	
sta	final setup margin	0.163	ns
logic_synthesis	synthesis warning total	1	
pwr	pwr/cell area	637	mW/mm^2
worst_setup_path	Critical Path Start Type	flop	
worst_setup_path	r2r endpoint	mem[8][1]	
worst_setup_path	worst setup path startpoint	tail[2]	
detailed_routing	vias per inst	4.53	
worst_setup_path	Critical Path Max Stage Delay	0.46	ns
sta	Tightest Pin Transition	0.643	ns
cells_and_area	FILL cells	1203	
detailed_routing	drt wl/cell	15.5	microns
outcome	status	finished, final reports clean	
floorplanning	Die ar.	0.0138	sq mm
clock_network	CTS hold repair buffers	0	
worst_setup_path	reg2reg start	tail[0]	
worst_setup_path	Crit. End Element	output port	
floorplanning	total I/O pin count	15	
floorplanning	area of the core	0.0128	sq mm
pwr	peak supply drop	258	uV
detailed_routing	drt first-iter violations	87	
detailed_routing	Post-route DRC	0	
detailed_routing	Routed Antenna Nets	0	
placement	GPL Wtd Cong	0.782	
worst_setup_path	Worst EP required	2.48	ns
logic_synthesis	yosys stat chip area	0.00401	sq mm
logic_synthesis	Top cell area share	50.9	%
cells_and_area	share of layout cells above drive strength 1	16.8	%
min_path	hold crit path type	reg -> reg	
cells_and_area	Gate Area	0.00130	sq mm
floorplanning	FP Core Util	31.3	%
sta	final hold vios	0	
sta	Slew HR	56.9	%
cells_and_area	Layout area overhead	17.8	%
worst_setup_path	CP top delay family	simple AND/OR/NAND/NOR gates	
worst_setup_path	cell count of the worst reg-to-reg path	6	
placement	hpwl dp	4680	microns
placement	Buffers on Ports	13	
worst_setup_path	reg2reg setup slack	0.63	ns
min_path	hold path depth	1	
clock_network	CTS tree	done	
logic_synthesis	ys cells	253	
detailed_routing	# diodes	0	
floorplanning	Die Y-Extent	118	microns
worst_setup_path	worst-path fanout max	5	
worst_setup_path	critical path's slowest cell	clkdlybuf4s50_1	
worst_setup_path	Buf/Inv on CP	2	
floorplanning	Die X	118	microns
clock_network	clock sink total	98	
==> stage by stage <==
step | hold slack (ns) | util [%] | cell area, sq um | power, uW | cells
floorplan | 0.414 | - | 4010 | 1620 | 253
global placement | 0.421 | 33.7 | 4330 | 1690 | 432
detailed placement | 0.420 | 33.7 | 4330 | 1690 | 432
CTS | 0.435 | 36.8 | 4720 | 3040 | 452
global route | 0.455 | 36.8 | 4720 | 3120 | 452
finish | 0.434 | 36.8 | 4720 | 3010 | 452
==> cells in the mapped netlist, drive strengths merged <==
library cell,n
a22oi,8
buf,7
a21boi,2
a21oi,6
nor4,2
mux4,16
nand3,4
mux2,10
nor2b,31
nand2,6
and2,3
xnor2,2
and3,16
edfxtp,68
clkbuf,2
nor2,14
dfxtp,30
inv,4
xor2,10
ha,12
==> registers in the layout, indices dropped and copies added (netlist names) <==
register	cells
tail	5
mem	64
tail1	5
head1	5
head2	5
head	5
data_out	4
tail2	5
==> worst max-delay path by stage <==
stage       to  slack (ns)  cells after the start
4_1_cts   full        0.07                      6
6_report  full        0.16                      6
5_1_grt   full        0.06                      6
==> per-layer routing <==
layer	share of wire (%)	track usage [%]
met5	0	0
met1	43	15.3
met2	48	17.0
met3	6.2	4.45
met4	2.2	2.48
==> report_power, final <==
part,internal [uW],leakage (uW),switching (uW)
clock,814,0.000191,534
combinational,116,0.000680,115
sequential,1420,0.000856,8.71
total,2350,0.00173,657
==> cell type report <==
cell class / instances / area share [%]
clock inverters: 8 / 1.93
inverters: 4 / 0.318
well taps: 172 / 4.56
repair buffers: 16 / 3.23
flip-flops and latches: 98 / 56.0
clock buffers: 12 / 6.36
multi-input cells: 142 / 27.6
==> what timing repair did <==
| item | 4_1_cts | 5_1_grt |
|---|---|---|
| gates resized | 0 | 2 |
| endpoints found under the setup margin | 0 | 1 |
| setup buffers | 0 | 0 |
==> cell families after synthesis <==
| logic type | after synthesis | share of synthesized area [%] |
|---|---|---|
| fa+ha+maj | 12 | 3.75 |
| mux | 26 | 12.0 |
| flops | 98 | 65.9 |
| simple gates | 76 | 11.2 |
| xor+xnor | 12 | 2.81 |
| buf+inv | 13 | 1.59 |
| compound gates | 16 | 2.72 |
==> worst register-to-register path: cells and delay by family, from the launching register on <==
family / cells / cell delay [ns]
AND-OR/OR-AND: 1 / 0.54
AND/OR/NAND/NOR: 2 / 0.51
flip-flops: 1 / 0.40
adder cells (fa/ha/maj): 1 / 0.32
XOR/XNOR: 1 / 0.26
buffers and inverters: 1 / 0.11
==> cell usage in the layout, fill, tap and decap left out, drive strengths merged <==
cell type	Yosys	routed
edfxtp	68	68
nor2b	31	31
dfxtp	30	30
mux4	16	16
and3	16	16
nor2	14	14
clkdlybuf4s50	0	13
ha	12	12
clkbuf	2	12
xor2	10	10
mux2	10	10
a22oi	8	8
inv	4	8
nand2	6	6
a21oi	6	6
nand3	4	4
and2	3	3
buf	7	3
xnor2	2	2
nor4	2	2
a21boi	2	2
clkinv	0	2
bufinv	0	1
clkinvlp	0	1
Power figures rest on the tool's default switching activity, not on a simulated workload.
